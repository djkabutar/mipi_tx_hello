==> /design/flow/design.v <==
module mipi_loopback_top (
	input         tx_vga_clk,
	input         sw4,   
	input         sw5,   
        output        led5,
        output        led6,
	input         tx_pixel_clk,
	output        my_mipi_tx_DPHY_RSTN,
	output        my_mipi_tx_RSTN,
	output        my_mipi_tx_VALID,
	output        my_mipi_tx_HSYNC,
	output        my_mipi_tx_VSYNC,
	output [63:0] my_mipi_tx_DATA,
	output [5:0]  my_mipi_tx_TYPE,
	output [1:0]  my_mipi_tx_LANES,
	output        my_mipi_tx_FRAME_MODE,
	output [15:0] my_mipi_tx_HRES,
	output [1:0]  my_mipi_tx_VC,
	output [3:0]  my_mipi_tx_ULPS_ENTER,
	output [3:0]  my_mipi_tx_ULPS_EXIT,
	output        my_mipi_tx_ULPS_CLK_ENTER,
	output        my_mipi_tx_ULPS_CLK_EXIT
    );
  wire rst_n = 1'b1;
parameter syncPulse_h= 80;            
parameter backPorch_h= 50;             
parameter activeVideo_h= 640;            
parameter frontPorch_h= 50; 
parameter syncPulse_v= 80;              
parameter backPorch_v = 5;             
parameter activeVideo_v = 480;            
parameter frontPorch_v = 5;
parameter FIFO_ADDR_WIDTH = 12;
parameter FIFO_DEPTH = (1 << FIFO_ADDR_WIDTH);
localparam HALF_FIFO_DEPTH = FIFO_DEPTH >> 1;
localparam total_pixel = activeVideo_h * activeVideo_v;
wire[3:0] video_pattern;
wire[4:0]  vga_r_patgen;
wire[5:0]  vga_g_patgen;
wire[4:0]  vga_b_patgen; 
wire hsync_patgen;
wire vsync_patgen; 
wire valid_h_patgen;
wire valid_v_patgen;
wire [9:0] x,y;
video_gen #(.syncPulse_h (syncPulse_h),
            .backPorch_h (backPorch_h),
            .activeVideo_h (activeVideo_h),
            .frontPorch_h (frontPorch_h),
            .syncPulse_v (syncPulse_v),
            .backPorch_v (backPorch_v),
            .activeVideo_v (activeVideo_v),
            .frontPorch_v (frontPorch_v)
            ) patgen (
                    .rst (~rst_n),
                    .clk (tx_vga_clk),
                    .video_pattern (video_pattern),
                    .video_valid_h_o (valid_h_patgen),
                    .video_valid_h_o_2 (),
                    .video_hsync_o (hsync_patgen),
                    .video_hsync_o_2 (),
                    .video_vsync_o (vsync_patgen),
                    .video_valid_v_o (valid_v_patgen),
                    .red_o (vga_r_patgen),
                    .green_o (vga_g_patgen),
                    .blue_o (vga_b_patgen),
                    .x(x),
                    .y(y)
                    );
wire valid_data ;
wire [64:0]pixel_data;
reg [25:0]i;
reg char;
wire [23:0] pixel_0, pixel_1;
always @(posedge tx_vga_clk)begin
    if(valid_h_patgen)i <= i + 1;
end
assign pixel_data = ( y > 100 && y < (480-100) && x > 100  && x < (640-100))?64'h204f4c4c4548: 64'h00FFFF00FFFF;
assign my_mipi_tx_DPHY_RSTN = 1'b1;
assign my_mipi_tx_RSTN = 1'b1;
assign my_mipi_tx_VALID = valid_h_patgen;
assign my_mipi_tx_HSYNC = hsync_patgen; 
assign my_mipi_tx_VSYNC = vsync_patgen; 
assign my_mipi_tx_DATA =  pixel_data; 
assign my_mipi_tx_TYPE = 6'h24;			 
assign my_mipi_tx_LANES = 2'b01;                 
assign my_mipi_tx_FRAME_MODE = 1'b0;             
assign my_mipi_tx_HRES = activeVideo_h;          
assign my_mipi_tx_VC = 2'b00;                    
assign my_mipi_tx_ULPS_ENTER = 4'b0000;
assign my_mipi_tx_ULPS_EXIT = 4'b0000;
assign my_mipi_tx_ULPS_CLK_ENTER = 1'b0;
assign my_mipi_tx_ULPS_CLK_EXIT = 1'b0;
   assign led5 = hsync_patgen; 
   assign led6 = valid_data; 
endmodule
module video_gen (
 input        rst,
 input        clk,
 input [1:0]  video_pattern,
 output [7:0] red_o,
 output [7:0] green_o,
 output [7:0] blue_o,
 output       video_hsync_o,
 output       video_hsync_o_2,
 output       video_vsync_o,
 output       video_valid_h_o,
 output       video_valid_h_o_2,
 output       video_valid_v_o,
 output reg [9:0] x,y
);
parameter syncPulse_h= 128;            
parameter backPorch_h= 88;             
parameter activeVideo_h= 800;            
parameter frontPorch_h= 40;            
parameter syncPulse_v= 4;              
parameter backPorch_v = 23;             
parameter activeVideo_v = 600;            
parameter frontPorch_v = 1;
localparam total_h = syncPulse_h + backPorch_h + activeVideo_h + frontPorch_h;
localparam total_v = syncPulse_v + backPorch_v + activeVideo_v + frontPorch_v;
localparam activeStart_h = syncPulse_h + backPorch_h;
localparam activeEnd_h= activeVideo_h + activeStart_h;
localparam activeStart_v= syncPulse_v + backPorch_v;
localparam activeEnd_v= activeVideo_v + activeStart_v;
localparam bar2 = activeStart_h+activeVideo_h*1/8;
localparam bar3 = activeStart_h+activeVideo_h*2/8;
localparam bar4 = activeStart_h+activeVideo_h*3/8;
localparam bar5 = activeStart_h+activeVideo_h*4/8;
localparam bar6 = activeStart_h+activeVideo_h*5/8;
localparam bar7 = activeStart_h+activeVideo_h*6/8;
localparam bar8 = activeStart_h+activeVideo_h*7/8;
wire video_vsync, video_valid_v;
wire video_hsync, video_valid_h;
reg video_vsync_o, video_valid_v_o;
reg video_hsync_o, video_valid_h_o;
reg video_hsync_o_2, video_valid_h_o_2;
reg [16:0] h_count;
reg [16:0] v_count;
wire [15:0] bar_data;
wire [15:0] checker_color;
wire [15:0] checker_data;
always @ (posedge clk) begin
if (rst) begin 
	h_count <= 1'b1;
	v_count <= 1'b1;
	end
else if (h_count == total_h)
	if (v_count == total_v) begin
	h_count <= 1'b1;
	v_count <= 1'b1;
	end
	else begin
	h_count <= 1'b1;
	v_count <= v_count + 1'b1;
	end
else begin
	h_count <= h_count + 1'b1;
	end
end
assign video_hsync = (h_count>=syncPulse_h) && (h_count < total_h);
assign video_valid_h = (h_count >= activeStart_h) && (h_count < activeEnd_h) && video_valid_v_o;
    always @ (posedge clk)
	begin
	   if(rst) begin
	      video_vsync_o <= 1'b0;
	      video_valid_v_o <= 1'b0; end
	   else if(h_count == total_h) begin
              if(v_count == total_v)
                video_vsync_o <= 1'b0;
              else begin
                 if(v_count == syncPulse_v)
		   video_vsync_o <= 1'b1;
	         else if(v_count == activeStart_v)
		   video_valid_v_o <= 1'b1;
	         else if(v_count == activeEnd_v)
		   video_valid_v_o <= 1'b0;
	      end
           end  
        end  
always @(posedge clk) begin
   if(rst) begin
      video_hsync_o <= 1'b0;
      video_valid_h_o <= 1'b0;
      video_hsync_o_2 <= 1'b0;
      video_valid_h_o_2 <= 1'b0;
      red_o <= 5'b0;
      green_o <= 6'b0;
      blue_o <= 5'b0;
   end
   else begin
      video_hsync_o <= video_hsync;
      video_valid_h_o <= video_valid_h;
      video_hsync_o_2 <= video_hsync_o;
      video_valid_h_o_2 <= video_valid_h_o;
      red_o <= red;
      green_o <= green;
      blue_o <= blue;
end	
end  
  assign bar_data = ((h_count>=activeStart_h)&(h_count<bar2))?{5'b11111,6'b111111,5'b11111}:
					((h_count>=bar2)&(h_count<bar3))?{5'b11111,6'b111111,5'b00000}:
					((h_count>=bar3)&(h_count<bar4))?{5'b00000,6'b111111,5'b11111}:
					((h_count>=bar4)&(h_count<bar5))?{5'b00000,6'b111111,5'b00000}:
					((h_count>=bar5)&(h_count<bar6))?{5'b11111,6'b000000,5'b11111}:
					((h_count>=bar6)&(h_count<bar7))?{5'b11111,6'b000000,5'b00000}:
					((h_count>=bar7)&(h_count<bar8))?{5'b00000,6'b000000,5'b11111}:
					{5'b00000,6'b000000,5'b00000};  
   assign checker_color = (h_count[6]&v_count[6]) ? 16'hf800 : (!h_count[6]&!v_count[6]) ? 16'h001f : 16'h07e0;
   assign checker_data = (h_count[5]^v_count[5]) ? checker_color : 16'h0000;
wire [7:0] red;
wire [7:0] green;
wire [7:0] blue;
reg [7:0]  red_o;
reg [7:0]  green_o;
reg [7:0]  blue_o;
always @(posedge clk)begin
    if(h_count >= activeStart_h && h_count <= activeEnd_h)begin
        x <= h_count - activeStart_h;  
    end
    else begin
        x <= 0;
        end
    if(v_count >= activeStart_v && v_count <= activeEnd_v)begin
        y <= v_count - (syncPulse_v + backPorch_v);
    end
    else y <= 0;
end 
wire [63:0]buffer1, buffer2;
assign red =  (h_count>activeEnd_h && h_count[0])? buffer1[7:0]:buffer2[7:0]; 
assign green =(h_count>activeEnd_h && h_count[0])? buffer1[15:8]:buffer2[15:8];  
assign blue = (h_count>activeEnd_h && h_count[0])? buffer1[23:16]:buffer2[23:8];  
endmodule
==> /design/flow/run.sh <==
#!/bin/bash
# OpenROAD 26Q1-2900-gdf79404cd8, Yosys 0.63+post, stock flow scripts
make -C /OpenROAD-flow-scripts/flow DESIGN_CONFIG=/design/flow/config.mk WORK_HOME=/design/flow/orfs finish
==> /design/flow/config.mk <==
export PLATFORM = sky130hd
export DESIGN_NAME = mipi_loopback_top
export DESIGN_NICKNAME = mipi_loopback_top
export VERILOG_FILES = /design/flow/design.v
export SDC_FILE = /design/flow/constraint.sdc
export NUM_CORES = 4
export LEC_CHECK = 1
export CORE_UTILIZATION = 50
==> /design/flow/constraint.sdc <==
current_design mipi_loopback_top

set clk_period 7.7
set clk_io_pct 0.2

create_clock -name clk0 -period $clk_period [get_ports {tx_vga_clk}]

set non_clock_inputs [all_inputs -no_clocks]
set_input_delay [expr $clk_period * $clk_io_pct] -clock clk0 $non_clock_inputs
set_output_delay [expr $clk_period * $clk_io_pct] -clock clk0 [all_outputs]
==> impl_metrics.tcl <==
# collected from the flow reports
set metrics [dict create \
    vias 2334 \
    place.gp.congestion 0.827 \
    cts_sinks 58 \
    rr_worst_depth 5 \
    ys_area_um2 3670 \
    postSynthCellCount 404 \
    r2r-start "patgen.v_count[11]" \
    fp-utilization_pct 52.9 \
    synth_seq_share_pct 36.8 \
    drive_gt1_share_pct 5.81 \
    remaining_drc_errors 0 \
    finalClockPeriodUsage_pct 47.7 \
    relSlewSlack_pct 47.6 \
    syn_to_final_growth_pct 0.851 \
    startpoint "patgen.x[0]" \
    rsz0062_at_grt "no" \
    r2r-end "patgen.v_count[1]" \
    cts_resized 0 \
    final-setup-viol-count 0 \
    warnings 38 \
    drt_first_pass_iters 4 \
    power_density_nw_per_um2 147 \
    die-width_um 87.7 \
    cap_violations 0 \
    startpoint_type "flop" \
    routedWlPerCell_um 10.9 \
    p_leak_nw 1.42 \
    skew_ps 6.07 \
    status "finished clean" \
    synthDistinctLibCells 43 \
    drv_slew 0 \
    cts_buffers 9 \
    ir_worst_vdd_uv 88.8 \
    cp.required_ps 6160 \
    antenna_found_initial 0 \
    yosysTopAreaCell "dfxtp_1" \
    top_cell_area_share_pct 21.2 \
    dieArea_um2 7700 \
    path_max_fanout 19 \
    syn_avg_cell_area_um2 9.10 \
    ys_seq_elements 58 \
    core.rowCount 30 \
    worstHoldPathType "flop to flop" \
    ctsHoldBuffers 0 \
    finalWirelength_um 5530 \
    setup-tns-final_ps 0 \
    synth_warnings 7 \
    ys.flop_type "dfxtp_1" \
    cts.htree.levels 3 \
    portBuffers 27 \
    fmax_mhz 272 \
    lay_top_cells "81 x conb_1, 39 x dfxtp_1, 33 x nor2_1" \
    grt_pass1_wl_um 8950 \
    cts_tree "built" \
    lay_top_count "conb_1" \
    die_h_um 87.7 \
    routed_via_density 4.59 \
    tightest_slew_ps 778 \
    area_leaders "dfxtp_1 21%, buf_4 21%, edfxtp_1 16%" \
    antennaDiodeCount 0 \
    postCtsSetupRepairBufs 0 \
    antenna_left 0 \
    grt_max_degree 26 \
    overflow 0 \
    worst_setup_path_end_kind "primary output" \
    worstPathArrival_ps 2130 \
    synthArstFlopShare_pct 0 \
    hpwl_um 4070 \
    first_global_vias 1971 \
    cts_root_buf "clkbuf_8" \
    critical_path.endpoint "my_mipi_tx_DATA[28]" \
    coreArea_um2 6940 \
    finalHoldViolations 0 \
    r2r_slack_ps 5210 \
    grt_usage_pct 15.2 \
    clkTransAtPathRegs_ps 60 \
    worstSkewPairLatency_ps 320 \
    edf_count 19 \
    clk_path_buf_depth 2 \
    holdWs_ps 446 \
    yosys_cells 404 \
    drtIter0Drc 51 \
    crit_type "flop to primary output" \
    pin_count 112 \
    syn-cell-area_um2 3670 \
    period_minus_slack_ps 3670 \
]
==> power breakdown <==
group	switching, mW	total, mW	leakage, nW	internal, mW
Combinational	0.000875	0.000876	0.802	0
Sequential	0	0.314	0.535	0.314
Clock	0.107	0.231	0.0872	0.124
Total	0.108	0.545	1.42	0.438
==> layout make-up <==
cell class | count | area, um2
inverter | 14 | 52.6
multi-input combinational | 296 | 1730
clock buffer | 13 | 149
clock inverter | 3 | 15.0
timing repair buffer | 29 | 285
sequential | 58 | 1350
fill | 640 | 3240
tap | 96 | 120
==> worst max-delay path, cell delays in order (launching register included) <==
cell	delay (ps)
dfxtp_1	300
o21a_1	180
o311ai_0	270
a21oi_1	170
o211ai_1	180
buf_4	230
clkdlybuf4s50_1	490
==> cell usage after synthesis (3+ instances only) <==
library cell / instances
a31oi_1: 4
inv_1: 14
xor2_1: 8
ha_1: 11
edfxtp_1: 19
a21boi_0: 3
nand4_1: 10
nor4_1: 5
nor2_1: 33
buf_4: 103
nand3_1: 14
a211oi_1: 3
o21ai_0: 8
nand2b_1: 4
nor3_1: 21
a21oi_1: 7
o211ai_1: 5
and3_1: 4
xnor2_1: 29
dfxtp_1: 39
clkbuf_1: 9
nor4b_1: 3
nand2_1: 21
==> layer usage <==
metal / up-vias / GRT usage, % / part of all wire [%]
met5: - / 0 / 0
met4: 0 / 2.09 / 1.5
met3: 8 / 4.29 / 4.2
met2: 53 / 23.0 / 48
met1: 1076 / 23.1 / 46
li1: 1197 / - / -
==> sequential cells by signal, summed over array words and instances, names as in the netlist <==
signal / flops
patgen.y: 10
patgen.v_count: 17
patgen.video_hsync_o: 1
patgen.video_valid_h_o: 1
patgen.video_valid_v_o: 1
patgen.x: 10
patgen.h_count: 17
patgen.video_vsync_o: 1
==> through the flow <==
step | area (um2) | util [%] | worst slack [ps] | cells | power (mW)
2_1_floorplan | 3970 | - | 4390 | 483 | 0.350
3_3_place_gp | 3540 | 51.0 | 4400 | 493 | 0.322
5_1_grt | 3710 | 53.4 | 3870 | 509 | 0.572
3_5_place_dp | 3540 | 51.0 | 4350 | 493 | 0.322
4_1_cts | 3710 | 53.4 | 3990 | 509 | 0.556
6_report | 3710 | 53.4 | 4030 | 509 | 0.545
==> worst min-delay path by stage <==
stage	depth (start not counted)	slack (ps)	end	from
CTS	1	450	patgen.h_count[0]	patgen.h_count[0]
global route	1	480	patgen.h_count[0]	patgen.h_count[0]
finish	1	450	patgen.h_count[0]	patgen.h_count[0]
==> cells by family (layout without fill, tap and decap cells) <==
group | after synthesis | in the layout | synth area share, %
buf+inv | 129 | 59 | 24.1
simple gates | 127 | 127 | 18.2
flops | 58 | 58 | 36.8
compound gates | 40 | 40 | 8.14
xor+xnor | 37 | 37 | 8.82
fa+ha+maj | 11 | 11 | 3.75
other cells | 2 | 81 | 0.204
Power figures rest on the tool's default switching activity, not on a simulated workload.
